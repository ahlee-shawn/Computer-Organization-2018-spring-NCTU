==> flow/design.v <==
`timescale 1ns/1ps
module alu(
           clk,            
           rst_n,          
           src1,           
           src2,           
           ALU_control,    
           result,         
           zero,           
           cout,           
           overflow        
           );
localparam [3:0] AND = 4'b0000, OR = 4'b0001, ADD = 4'b0010, SUB = 4'b0110,
				 NOR = 4'b1100, SLT = 4'b0111;
input           clk;
input           rst_n;
input  [32-1:0] src1;
input  [32-1:0] src2;
input  [4-1:0]  ALU_control;
output [32-1:0] result;
output          zero;
output          cout;
output          overflow;
reg             zero;
reg             cout;
reg            overflow;
reg             constant_zero = 1'b0;
reg 			cin_first;
wire			set;
wire	[31:0]  out;
reg  	[31:0]  out2;
wire    [31:0]  carry_out;
always@(posedge clk) begin
	if(out == 32'b0) zero <= 1;
	else zero <= 0;
end
always@(posedge clk) begin
    if(rst_n) out2[31:0] <= out[31:0];
end
assign result[31:0] = out2[31:0];
always@(*) begin
	if(ALU_control == ADD) cin_first = 1'b0;
	else if(ALU_control == SUB) cin_first = 1'b1;
	else if(ALU_control == SLT) cin_first = 1'b1;
	else cin_first = cin_first;
end
always@(posedge clk) begin
	if(ALU_control == ADD) begin
		if((src1[31] == src2[31]) && (out[31] != src1[31])) overflow <= 1'b1;
		else overflow <= 1'b0;
		end
	else if(ALU_control == SUB) begin
		if((src1[31] != src2[31]) && (out[31] != src1[31])) overflow <= 1'b1;
		else overflow <= 1'b0;
		end
	else overflow <= 1'b0;
end
always@(posedge clk) begin
	if(ALU_control == ADD) begin
		if(carry_out[31] == 1) cout <= 1;
		else cout <= 0;
		end
	else if(ALU_control == SUB) begin
		if(src1[31] == 1'b0 && src2[31] == 1'b1) cout <= 1;
		else if(src1[31] == 1'b1 && src2[31] == 1'b0) cout <= 0;
		else cout <= carry_out[30];
		end
	else cout <= 0;
end
alu_top alu_top0(
		.src1(src1[0]),
		.src2(src2[0]),
		.less(set),
		.A_invert(ALU_control[3]),
		.B_invert(ALU_control[2]),
		.cin(cin_first),
		.operation(ALU_control[1:0]),
		.result(out[0]),
		.cout(carry_out[0])
       );
alu_top alu_top1(
		.src1(src1[1]),
		.src2(src2[1]),
		.less(constant_zero),
		.A_invert(ALU_control[3]),
		.B_invert(ALU_control[2]),
		.cin(carry_out[0]),
		.operation(ALU_control[1:0]),
		.result(out[1]),
		.cout(carry_out[1])
       );
alu_top alu_top2(
		.src1(src1[2]),
		.src2(src2[2]),
		.less(constant_zero),
		.A_invert(ALU_control[3]),
		.B_invert(ALU_control[2]),
		.cin(carry_out[1]),
		.operation(ALU_control[1:0]),
		.result(out[2]),
		.cout(carry_out[2])
       );
alu_top alu_top3(
		.src1(src1[3]),
		.src2(src2[3]),
		.less(constant_zero),
		.A_invert(ALU_control[3]),
		.B_invert(ALU_control[2]),
		.cin(carry_out[2]),
		.operation(ALU_control[1:0]),
		.result(out[3]),
		.cout(carry_out[3])
       );
alu_top alu_top4(
		.src1(src1[4]),
		.src2(src2[4]),
		.less(constant_zero),
		.A_invert(ALU_control[3]),
		.B_invert(ALU_control[2]),
		.cin(carry_out[3]),
		.operation(ALU_control[1:0]),
		.result(out[4]),
		.cout(carry_out[4])
       );
alu_top alu_top5(
		.src1(src1[5]),
		.src2(src2[5]),
		.less(constant_zero),
		.A_invert(ALU_control[3]),
		.B_invert(ALU_control[2]),
		.cin(carry_out[4]),
		.operation(ALU_control[1:0]),
		.result(out[5]),
		.cout(carry_out[5])
       );
alu_top alu_top6(
		.src1(src1[6]),
		.src2(src2[6]),
		.less(constant_zero),
		.A_invert(ALU_control[3]),
		.B_invert(ALU_control[2]),
		.cin(carry_out[5]),
		.operation(ALU_control[1:0]),
		.result(out[6]),
		.cout(carry_out[6])
       );
alu_top alu_top7(
		.src1(src1[7]),
		.src2(src2[7]),
		.less(constant_zero),
		.A_invert(ALU_control[3]),
		.B_invert(ALU_control[2]),
		.cin(carry_out[6]),
		.operation(ALU_control[1:0]),
		.result(out[7]),
		.cout(carry_out[7])
       );
alu_top alu_top8(
		.src1(src1[8]),
		.src2(src2[8]),
		.less(constant_zero),
		.A_invert(ALU_control[3]),
		.B_invert(ALU_control[2]),
		.cin(carry_out[7]),
		.operation(ALU_control[1:0]),
		.result(out[8]),
		.cout(carry_out[8])
       );
alu_top alu_top9(
		.src1(src1[9]),
		.src2(src2[9]),
		.less(constant_zero),
		.A_invert(ALU_control[3]),
		.B_invert(ALU_control[2]),
		.cin(carry_out[8]),
		.operation(ALU_control[1:0]),
		.result(out[9]),
		.cout(carry_out[9])
       );
alu_top alu_top10(
		.src1(src1[10]),
		.src2(src2[10]),
		.less(constant_zero),
		.A_invert(ALU_control[3]),
		.B_invert(ALU_control[2]),
		.cin(carry_out[9]),
		.operation(ALU_control[1:0]),
		.result(out[10]),
		.cout(carry_out[10])
       );
alu_top alu_top11(
		.src1(src1[11]),
		.src2(src2[11]),
		.less(constant_zero),
		.A_invert(ALU_control[3]),
		.B_invert(ALU_control[2]),
		.cin(carry_out[10]),
		.operation(ALU_control[1:0]),
		.result(out[11]),
		.cout(carry_out[11])
       );
alu_top alu_top12(
		.src1(src1[12]),
		.src2(src2[12]),
		.less(constant_zero),
		.A_invert(ALU_control[3]),
		.B_invert(ALU_control[2]),
		.cin(carry_out[11]),
		.operation(ALU_control[1:0]),
		.result(out[12]),
		.cout(carry_out[12])
       );
alu_top alu_top13(
		.src1(src1[13]),
		.src2(src2[13]),
		.less(constant_zero),
		.A_invert(ALU_control[3]),
		.B_invert(ALU_control[2]),
		.cin(carry_out[12]),
		.operation(ALU_control[1:0]),
		.result(out[13]),
		.cout(carry_out[13])
       );
alu_top alu_top14(
		.src1(src1[14]),
		.src2(src2[14]),
		.less(constant_zero),
		.A_invert(ALU_control[3]),
		.B_invert(ALU_control[2]),
		.cin(carry_out[13]),
		.operation(ALU_control[1:0]),
		.result(out[14]),
		.cout(carry_out[14])
       );
alu_top alu_top15(
		.src1(src1[15]),
		.src2(src2[15]),
		.less(constant_zero),
		.A_invert(ALU_control[3]),
		.B_invert(ALU_control[2]),
		.cin(carry_out[14]),
		.operation(ALU_control[1:0]),
		.result(out[15]),
		.cout(carry_out[15])
       );
alu_top alu_top16(
		.src1(src1[16]),
		.src2(src2[16]),
		.less(constant_zero),
		.A_invert(ALU_control[3]),
		.B_invert(ALU_control[2]),
		.cin(carry_out[15]),
		.operation(ALU_control[1:0]),
		.result(out[16]),
		.cout(carry_out[16])
       );
alu_top alu_top17(
		.src1(src1[17]),
		.src2(src2[17]),
		.less(constant_zero),
		.A_invert(ALU_control[3]),
		.B_invert(ALU_control[2]),
		.cin(carry_out[16]),
		.operation(ALU_control[1:0]),
		.result(out[17]),
		.cout(carry_out[17])
       );
alu_top alu_top18(
		.src1(src1[18]),
		.src2(src2[18]),
		.less(constant_zero),
		.A_invert(ALU_control[3]),
		.B_invert(ALU_control[2]),
		.cin(carry_out[17]),
		.operation(ALU_control[1:0]),
		.result(out[18]),
		.cout(carry_out[18])
       );
alu_top alu_top19(
		.src1(src1[19]),
		.src2(src2[19]),
		.less(constant_zero),
		.A_invert(ALU_control[3]),
		.B_invert(ALU_control[2]),
		.cin(carry_out[18]),
		.operation(ALU_control[1:0]),
		.result(out[19]),
		.cout(carry_out[19])
       );
alu_top alu_top20(
		.src1(src1[20]),
		.src2(src2[20]),
		.less(constant_zero),
		.A_invert(ALU_control[3]),
		.B_invert(ALU_control[2]),
		.cin(carry_out[19]),
		.operation(ALU_control[1:0]),
		.result(out[20]),
		.cout(carry_out[20])
       );
alu_top alu_top21(
		.src1(src1[21]),
		.src2(src2[21]),
		.less(constant_zero),
		.A_invert(ALU_control[3]),
		.B_invert(ALU_control[2]),
		.cin(carry_out[20]),
		.operation(ALU_control[1:0]),
		.result(out[21]),
		.cout(carry_out[21])
       );
alu_top alu_top22(
		.src1(src1[22]),
		.src2(src2[22]),
		.less(constant_zero),
		.A_invert(ALU_control[3]),
		.B_invert(ALU_control[2]),
		.cin(carry_out[21]),
		.operation(ALU_control[1:0]),
		.result(out[22]),
		.cout(carry_out[22])
       );
alu_top alu_top23(
		.src1(src1[23]),
		.src2(src2[23]),
		.less(constant_zero),
		.A_invert(ALU_control[3]),
		.B_invert(ALU_control[2]),
		.cin(carry_out[22]),
		.operation(ALU_control[1:0]),
		.result(out[23]),
		.cout(carry_out[23])
       );
alu_top alu_top24(
		.src1(src1[24]),
		.src2(src2[24]),
		.less(constant_zero),
		.A_invert(ALU_control[3]),
		.B_invert(ALU_control[2]),
		.cin(carry_out[23]),
		.operation(ALU_control[1:0]),
		.result(out[24]),
		.cout(carry_out[24])
       );
alu_top alu_top25(
		.src1(src1[25]),
		.src2(src2[25]),
		.less(constant_zero),
		.A_invert(ALU_control[3]),
		.B_invert(ALU_control[2]),
		.cin(carry_out[24]),
		.operation(ALU_control[1:0]),
		.result(out[25]),
		.cout(carry_out[25])
       );
alu_top alu_top26(
		.src1(src1[26]),
		.src2(src2[26]),
		.less(constant_zero),
		.A_invert(ALU_control[3]),
		.B_invert(ALU_control[2]),
		.cin(carry_out[25]),
		.operation(ALU_control[1:0]),
		.result(out[26]),
		.cout(carry_out[26])
       );
alu_top alu_top27(
		.src1(src1[27]),
		.src2(src2[27]),
		.less(constant_zero),
		.A_invert(ALU_control[3]),
		.B_invert(ALU_control[2]),
		.cin(carry_out[26]),
		.operation(ALU_control[1:0]),
		.result(out[27]),
		.cout(carry_out[27])
       );
alu_top alu_top28(
		.src1(src1[28]),
		.src2(src2[28]),
		.less(constant_zero),
		.A_invert(ALU_control[3]),
		.B_invert(ALU_control[2]),
		.cin(carry_out[27]),
		.operation(ALU_control[1:0]),
		.result(out[28]),
		.cout(carry_out[28])
       );
alu_top alu_top29(
		.src1(src1[29]),
		.src2(src2[29]),
		.less(constant_zero),
		.A_invert(ALU_control[3]),
		.B_invert(ALU_control[2]),
		.cin(carry_out[28]),
		.operation(ALU_control[1:0]),
		.result(out[29]),
		.cout(carry_out[29])
       );
alu_top alu_top30(
		.src1(src1[30]),
		.src2(src2[30]),
		.less(constant_zero),
		.A_invert(ALU_control[3]),
		.B_invert(ALU_control[2]),
		.cin(carry_out[29]),
		.operation(ALU_control[1:0]),
		.result(out[30]),
		.cout(carry_out[30])
       );
alu_bottom alu_bottom31(
		.src1(src1[31]),
		.src2(src2[31]),
		.less(constant_zero),
		.A_invert(ALU_control[3]),
		.B_invert(ALU_control[2]),
		.cin(carry_out[30]),
		.operation(ALU_control[1:0]),
		.result(out[31]),
		.set(set),
		.cout(carry_out[31])
       );
endmodule
`timescale 1ns / 1ps
module alu_bottom(
               src1,        
               src2,        
               less,        
               A_invert,    
               B_invert,    
               cin,         
               operation,   
               result,      
			   set,
			   cout
               );
input         src1;
input         src2;
input         less;
input         A_invert;
input         B_invert;
input         cin;
input [2-1:0] operation;
output        result;
output		  set;
output		  cout;
reg           result;
reg			  cout;
reg   		  src1_temp;
reg   		  src2_temp;
reg			  set;
always@(*) begin
	src1_temp = ((src1) & (~A_invert)) | ((~src1) & (A_invert));
	src2_temp = ((src2) & (~B_invert)) | ((~src2) & (B_invert));
	if(operation == 2'b00) begin
		result = src1_temp & src2_temp;
		cout = 1'b0;
		end
	else if(operation == 2'b01) begin
		result = src1_temp | src2_temp;
		cout = 1'b0;
		end
	else if(operation == 2'b10) begin
		result = src1_temp ^ src2_temp ^ cin;
		cout = (src1_temp & src2_temp) | (cin & src1_temp) | (cin & src2_temp);
		end
	else if(operation == 2'b11) begin
		result = less;
		set = (src1_temp & src2_temp) | (cin & src1_temp) | (cin & src2_temp);
		cout = 1'b0;
		end
end
endmodule
`timescale 1ns/1ps
module alu_top(
               src1,        
               src2,        
               less,        
               A_invert,    
               B_invert,    
               cin,         
               operation,   
               result,      
               cout        
               );
input         src1;
input         src2;
input         less;
input         A_invert;
input         B_invert;
input         cin;
input [2-1:0] operation;
output        result;
output        cout;
reg           result;
reg			  cout;
reg   		  src1_temp;
reg   		  src2_temp;
always@(*) begin
	src1_temp = ((src1) & (~A_invert)) | ((~src1) & (A_invert));
	src2_temp = ((src2) & (~B_invert)) | ((~src2) & (B_invert));
	if(operation == 2'b00) begin
		result = src1_temp & src2_temp;
		cout = 0;
		end
	else if(operation == 2'b01) begin
		result = src1_temp | src2_temp;
		cout = 0;
		end
	else if(operation == 2'b10) begin
		result = src1_temp ^ src2_temp ^ cin;
		cout = (src1_temp & src2_temp) | (cin & src1_temp) | (cin & src2_temp);
		end
	else if(operation == 2'b11) begin
		result = less;
		cout = (src1_temp & src2_temp) | (cin & src1_temp) | (cin & src2_temp);
		end
end
endmodule
==> flow/run.sh <==
#!/bin/bash
# OpenROAD 26Q1-2900-gdf79404cd8, Yosys 0.63+post, stock flow scripts
make -C /OpenROAD-flow-scripts/flow DESIGN_CONFIG=/design/flow/config.mk WORK_HOME=/design/flow/orfs finish
==> flow/config.mk <==
export PLATFORM = sky130hd
export DESIGN_NAME = alu
export DESIGN_NICKNAME = alu
export VERILOG_FILES = /design/flow/design.v
export SDC_FILE = /design/flow/constraint.sdc
export NUM_CORES = 4
export LEC_CHECK = 1
export CORE_UTILIZATION = 30
==> flow/constraint.sdc <==
current_design alu

set clk_period 42.8
set clk_io_pct 0.2

create_clock -name clk0 -period $clk_period [get_ports {clk}]

set non_clock_inputs [all_inputs -no_clocks]
set_input_delay [expr $clk_period * $clk_io_pct] -clock clk0 $non_clock_inputs
set_output_delay [expr $clk_period * $clk_io_pct] -clock clk0 [all_outputs]
==> flow_summary.json <==
{
  "status": "finished clean",
  "vdd_drop_max_mv": 0.01658,
  "unclocked_regs": 66,
  "hold_path_class": "input port to flop",
  "untimed_endpoints": 66,
  "grt.total_usage_pct": 12.27,
  "edf_count": 32,
  "viasPerCell": 3.794,
  "finalCriticalPeriod_ns": 37.55,
  "min_path_cells": 1,
  "cts_setup_buffers": 0,
  "p_per_area_nw_per_um2": 19.70,
  "netlist_area_um2": 5453,
  "chipArea_um2": 18720,
  "async_reset_ff_share_pct": 0,
  "ys_top_cells_by_area": "dlxtn_1, edfxtp_1, ha_1",
  "syn_inst": 535,
  "wl_per_cell_um": 11.28,
  "hold_end": "out2[7]$_DFFE_PP_",
  "drive_above_1_share_pct": 3.179,
  "yosysWarnings": 3,
  "hold_start": "rst_n",
  "yosysTopAreaCell": "dlxtn_1",
  "grt_max_degree": 69,
  "finalSetupViolCount": 0,
  "routed_wl_um": 10340,
  "rsz0062_at_grt": "false",
  "finalCritPeriodShare_pct": 87.74,
  "port_buffers": 104,
  "cts-buffers-inserted": 5,
  "seq_area_um2": 2012,
  "cts.repair.resized": 0,
  "grt_pass1_wl_um": 16920,
  "slew_violations": 0,
  "tightest_slew_ns": 0.7971,
  "clk_pin_slew_ns": 0.06,
  "tool_warnings": 88,
  "hold_viol": 0,
  "avgSynthCellArea_um2": 10.19,
  "yosysCellCount": 535,
  "fp.dieH_um": 136.8,
  "relSlewSlack_pct": 46.86,
  "ys_ff": 101,
  "layout_top_cell": "inv_1",
  "yosys_area_um2": 5453,
  "cp_data_required_time_ns": 43.02,
  "die_w_um": 136.8,
  "drc_errors": 0,
  "place_ws_ns": 4.739,
  "p_leak_nw": 3.272,
  "h-tree-depth": 2,
  "clockBufferDepth": 2,
  "hold_buffers": 0,
  "antenna_cells": 0,
  "fp-row-count": 48,
  "endpoint_kind": "flop",
  "cpMaxStageDelayCell": "buf_4",
  "layout_top_cells": "inv_1, clkdlybuf4s50_1, dlxtn_1",
  "overflow": 0,
  "critPathLaunchType": "input port",
  "cts_tree": "built",
  "largest_register_ffs": 32,
  "gp_congestion": 0.7793,
  "critPathMaxStageDelay_ns": 0.51,
  "final-comb-area_um2": 3122,
  "maxCapViolations": 0,
  "ioPinCount": 105,
  "fp.coreArea_um2": 17540,
  "arrival_ns": 37.77,
  "area_growth_pct": 29.85,
  "regMostFlops": "out2",
  "fmax_ghz": 0.02663,
  "drtIter0Drc": 97,
  "top_cell_area_share_pct": 18.17,
  "cts-root-buf": "clkbuf_16",
  "hpwl_um": 7976,
  "dr.pass1.iters": 4,
  "post-route-util_pct": 40.38,
  "final_antenna_net_count": 0,
  "core_util_floorplan_pct": 31.09,
  "synth_cell_types": 32,
  "finalWorstSetupSlack_ns": 5.245,
  "nFillCells": 1713,
  "grt_pass1_vias": 3400,
  "critical_path.max_fanout": 37,
  "vias": 3479,
  "crit_type": "input port to flop",
  "grt_antenna_before_repair": 0,
  "tns_ns": 0,
  "crit_path_frequent_cell": "dlxtn_1",
  "synthFlopType": "dlxtn_1"
}
==> cells in the mapped netlist (2+ instances only) <==
master	number
buf_2	9
nand4_1	2
ha_1	65
mux2i_1	21
dlxtn_1	66
xor2_1	33
nor2b_1	30
o22ai_1	31
dfxtp_1	3
nor2_1	3
inv_1	118
edfxtp_1	32
nand2_1	13
nand2b_1	2
o21ai_0	10
fa_1	31
buf_6	2
buf_1	2
xnor2_1	33
clkbuf_1	10
nor4_1	8
==> through the flow <==
stage | total power [W] | area (um^2) | cells | hold slack [ns]
after floorplan | 0.00008034 | 5689 | 598 | 8.673
after global placement | 0.00009930 | 6912 | 909 | 9.215
after detailed placement | 0.00009985 | 6912 | 909 | 9.216
after CTS | 0.0001420 | 7081 | 917 | 8.929
after global routing | 0.0001516 | 7081 | 917 | 8.945
final | 0.0001395 | 7081 | 917 | 8.919
==> critical path, delay by kind of cell <==
kind            cells  cell delay, ns
simple gates       35            3.96
latches            32           10.77
compound gates      1            0.05
fa+ha+maj          32           12.06
xor+xnor            1            0.29
buf+inv            33            2.02
==> area by class of cell <==
type | instances | share of cell area, %
multi-input combinational | 356 | 44.09
sequential | 101 | 28.41
tap | 225 | 3.976
timing repair buffer | 109 | 14.88
inverter | 118 | 6.256
clock inverter | 3 | 0.6185
clock buffer | 5 | 1.767
==> logic make-up after synthesis <==
family | after synthesis | synth area share (%)
compound gates | 44 | 4.842
mux | 22 | 4.268
buf+inv | 141 | 10.19
other cells | 1 | 0.06877
xor+xnor | 67 | 10.90
latches | 66 | 18.17
simple gates | 63 | 6.540
flops | 35 | 18.72
fa+ha+maj | 96 | 26.30
==> per-layer routing <==
metal	part of all wire [%]	routed length, um	vias up	global-route usage (%)
li1	-	-	1882	-
met1	49	5065	1534	19.42
met2	45	4657	61	18.87
met3	5.4	557	2	2.343
met4	0.59	61	0	0.7937
met5	0	0	-	0
==> how the worst max path moves through the flow <==
stage / startpoint / end / slack [ns] / cells past startpoint
CTS: ALU_control[2] / zero$_DFF_P_ / 4.94 / 134
global route: ALU_control[2] / zero$_DFF_P_ / 3.22 / 134
finish: ALU_control[2] / zero$_DFF_P_ / 5.25 / 134
==> power by group <==
part / internal [W] / leakage [nW] / switching, W
clock network: 0.0000274 / 0.0838 / 0.0000140
registers: 0.0000473 / 0.867 / 0.00000220
logic: 0.0000239 / 2.32 / 0.0000246
Power figures rest on the tool's default switching activity, not on a simulated workload.
