<file path="design.v">
`timescale 1ns / 1ps
module HazardDetection(
	EX_MemRead,
	EX_Rt,
	ID_Rs,
	ID_Rt,
	PCSrc,
	PC_Write,
	IF_ID_Write,
	IF_Flush,
	ID_Flush,
	EX_Flush
    );
input			EX_MemRead;
input	[4:0]	EX_Rt;
input	[4:0]	ID_Rs;
input	[4:0]	ID_Rt;
input			PCSrc;
output			PC_Write;
output			IF_ID_Write;
output			IF_Flush;
output			ID_Flush;
output			EX_Flush;
reg				result_PC_Write = 1'b1;
reg				result_IF_ID_Write = 1'b1;
reg				result_IF_Flush = 1'b0;
reg				result_ID_Flush = 1'b0;
reg				result_EX_Flush = 1'b0;
always@(*)begin
	result_PC_Write = 1'b1;
	result_IF_ID_Write = 1'b1;
	result_IF_Flush = 1'b0;
	result_ID_Flush = 1'b0;
	result_EX_Flush = 1'b0;
	if((EX_MemRead) && ((EX_Rt == ID_Rs) || (EX_Rt == ID_Rt))) begin
		result_PC_Write = 1'b0;
		result_IF_ID_Write = 1'b0;
		result_ID_Flush = 1'b1;
	end else begin
		result_PC_Write = 1'b1;
		result_IF_ID_Write = 1'b1;
		result_ID_Flush = 1'b0;
	end
	if(PCSrc)begin
		result_IF_Flush = 1'b1;
		result_ID_Flush = 1'b1;
		result_EX_Flush = 1'b1;
	end
end
assign PC_Write = result_PC_Write;
assign IF_ID_Write = result_IF_ID_Write;
assign IF_Flush = result_IF_Flush;
assign ID_Flush = result_ID_Flush;
assign EX_Flush = result_EX_Flush;
endmodule	
</file>
<file path="run.sh">
#!/bin/bash
# OpenROAD 26Q1-2900-gdf79404cd8, Yosys 0.63+post, stock flow scripts
make -C /OpenROAD-flow-scripts/flow DESIGN_CONFIG=/design/flow/config.mk WORK_HOME=/design/flow/orfs finish
</file>
<file path="config.mk">
export PLATFORM = sky130hd
export DESIGN_NAME = HazardDetection
export DESIGN_NICKNAME = HazardDetection
export VERILOG_FILES = /design/flow/design.v
export SDC_FILE = /design/flow/constraint.sdc
export NUM_CORES = 4
export LEC_CHECK = 1
export CORE_AREA = 10 10 70 70
export DIE_AREA = 0 0 80 80
</file>
<file path="constraint.sdc">
current_design HazardDetection

set clk_period 1.6
set clk_io_pct 0.2

create_clock -name clk0 -period $clk_period

set non_clock_inputs [all_inputs -no_clocks]
set_input_delay [expr $clk_period * $clk_io_pct] -clock clk0 $non_clock_inputs
set_output_delay [expr $clk_period * $clk_io_pct] -clock clk0 [all_outputs]
</file>
==> Changelog: implementation <==
## Implementation

* Chip area at 6400 um2
* GP Congestion at 0.688
* Critical path buffers and inverters at 2
* DR pass1 iterations at 2
* Largest net degree at the start of global routing at 3
* # diodes at 0
* Switching Fraction at 44.4%
* Crit Path Class: input port to primary output
* RSZ-0062 raised after global routing: no
* CP max stage delay at 0.35 ns
* Vias in the first global route at approximately 220
* Post-CTS Setup Inserts at 0
* Vias per cell at 2.29
* Unique cell types at 7
* Power Total at 92.2 uW
* # rows at 21
* Final worst path period need at 1.55 ns
* Routed Antenna Nets at 0
* Die Y at 80 um
* Die X at 80 um
* Ys Warns at 1
* Starting Density at approximately 4.5%
* Internal power at a little over 50 uW
* Worst Tran Pin Value at a little under 0.3 ns
* Status: finished, final reports clean
* Tool warnings at 33
* Area growth from synthesis to layout at 183%
* Max-slew headroom at between 80% and 90%
* Sequential element share of the synthesized area at 0%
* Final hold viol count at 0
* CP Cell Sequence: dlygate4sd2_1 > xor2_1 > nor2_1 > a221o_2 > buf_2
* Synthesized area per cell at 7.63 um2
* Flops at 0
* Total gr overflow at 0
* Reg power frac at 0%
* Filler cells at 403
* Port Buffer Count at 22
* Worst Setup End Kind: primary output
* Final wirelength at roughly 800 um
* Final Cycle Share at between 90% and 100%
* Startpoint Class: input port
* Power per Cell Area at 214 nW/um2
* Crit-path slowest cell: a221o_2
* CP Data Required Time at 1.28 ns
* Synthesis area per yosys at between 150 and 200 um2
* Max Freq at 645 MHz
* Final setup fails at 0
* Placed Cells incl. Taps at roughly 87
* Leakage power at between 0.00015 and 0.0002 uW
* I/O pins at 22
* Reg area at 0 um2
* Clock share of power at 0%
* P_sw at 41.0 uW
* Core Util, Final at 12.6%
* GRT Overall Usage at 2.24%
* Critical Path AT at 1.23 ns
* Routed WL per cell at approximately 9.3 um
* Hold-fix buffer count after cts at 0
* Fin. max-slew vios at 0
* Combinational share of power at 100.0%
* Initial antenna violation count at 0
* DRC at 0
* WHS at around 1.1 ns
* Cell family with most CP delay: buffers and inverters
* Clock buf count at 0
* Fin cells at 87
* Layout cell share with drive strength beyond 1 at slightly below 70%
* Via count at roughly 200
* First-pass GRT wire length at 1100 um
* Logic area at between 200 and 250 um2
* Yosys cell count at 20
* Hold WC Path Type: input port to primary output
* Mapped Cells at 20
* CP Max Fanout at 2
* Max-Cap Viols at 0
* Peak VDD IR at 0.0231 mV
* Mapped cell area at 153 um2
* DR iter-0 viols at 1
* Core outline area at 3420 um2
==> synthesized netlist by cell type <==
master   number  area share (%)
a22oi_1       1             4.9
xor2_1       10              57
a221o_2       1             7.4
inv_1         1             2.5
buf_4         3              15
nor2_1        2             4.9
nor4_1        2             8.2
==> worst paths after layout <==
check,start,to,slack (ns),cells after the start
min,PCSrc,ID_Flush,1.05,3
max,ID_Rt[0],ID_Flush,0.05,5
==> routing by layer <==
metal	up-vias	GRT usage (%)	routed length, um
li1	106	-	-
met1	85	1.98	229
met2	8	4.98	492
met3	0	0.568	92
met4	0	0	0
met5	-	0	0
==> logic make-up (layout without fill, tap and decap cells) <==
logic type	Yosys count	in the layout	synth area share [%]
xor gates and xnor gates	10	10	57.4
and+or+nand+nor	4	4	13.1
buffers and inverters	4	25	17.2
AOI/OAI and AO/OA	2	2	12.3
==> through the flow <==
| step | cell area [um2] | TNS [ns] | setup slack, ns |
|---|---|---|---|
| 2_1_floorplan | 153 | 0 | 0.236 |
| 3_3_place_gp | 423 | -2.25 | -0.732 |
| 3_5_place_dp | 423 | -2.29 | -0.731 |
| 4_1_cts | 412 | -0.0589 | -0.0589 |
| 5_1_grt | 432 | 0 | 0.00467 |
| 6_report | 432 | 0 | 0.0486 |
==> timing repair <==
action / 4_1_cts / 5_1_grt
setup endpoints to repair: 5 / 3
endpoints found under the hold margin: 0 / 0
gates resized: 43 / 26
pin swaps: 12 / 13
==> cell usage in the layout (no fill, tap or decap) <==
cell / instances
nor4_4: 1
xor2_1: 5
nor4_2: 1
nor2_1: 1
xor2_2: 4
buf_6: 1
xor2_4: 1
nor2_2: 1
clkbuf_2: 9
inv_2: 1
dlymetal6s2s_1: 1
clkdlybuf4s15_1: 2
clkdlybuf4s50_1: 2
buf_2: 5
a221o_2: 1
buf_4: 2
a22oi_2: 1
dlygate4sd2_1: 2
==> cell type report <==
type | count | area share [%]
Multi-Input combinational cell | 16 | 47.2
Timing Repair Buffer | 24 | 38.6
Tap cell | 46 | 13.3
Inverter | 1 | 0.870
==> power by group through the flow <==
stage     logic [uW]  clock network, uW  registers [uW]
5_1_grt          101                  0               0
6_report        92.2                  0               0
4_1_cts         81.1                  0               0
Power figures rest on the tool's default switching activity, not on a simulated workload.
