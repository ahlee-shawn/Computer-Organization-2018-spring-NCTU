### flow/run.sh
#!/bin/bash
# OpenROAD 26Q1-2900-gdf79404cd8, Yosys 0.63+post, stock flow scripts
make -C /OpenROAD-flow-scripts/flow DESIGN_CONFIG=/design/flow/config.mk WORK_HOME=/design/flow/orfs finish
### flow/config.mk
export PLATFORM = sky130hd
export DESIGN_NAME = Forwarding
export DESIGN_NICKNAME = Forwarding
export VERILOG_FILES = /design/flow/design.v
export SDC_FILE = /design/flow/constraint.sdc
export NUM_CORES = 4
export LEC_CHECK = 1
export CORE_AREA = 10 10 70 70
export DIE_AREA = 0 0 80 80
### flow/constraint.sdc
current_design Forwarding

set clk_period 1.8
set clk_io_pct 0.2

create_clock -name clk0 -period $clk_period

set non_clock_inputs [all_inputs -no_clocks]
set_input_delay [expr $clk_period * $clk_io_pct] -clock clk0 $non_clock_inputs
set_output_delay [expr $clk_period * $clk_io_pct] -clock clk0 [all_outputs]
### flow/design.v
`timescale 1ns / 1ps
module Forwarding(
	EX_Rs,
	EX_Rt,
	MEM_Rd,
	MEM_RegWrite,
	WB_Rd,
	WB_RegWrite,
	Forward_A,
	Forward_B
    );
input 	[4:0]	EX_Rs;
input 	[4:0]	EX_Rt;
input 	[4:0]	MEM_Rd;
input 			MEM_RegWrite;
input 	[4:0]	WB_Rd;
input 			WB_RegWrite;
output	[1:0]	Forward_A;
output	[1:0]	Forward_B;
reg 	[1:0]	result_A = 2'b00;
reg 	[1:0]	result_B = 2'b00;
always@(*)begin
	if((MEM_RegWrite) && (MEM_Rd != 0) && (MEM_Rd == EX_Rs)) result_A = 2'b01;
	else if((WB_RegWrite) && (WB_Rd != 0) && (!((MEM_RegWrite) && (MEM_Rd != 0) && (MEM_Rd == EX_Rs))) && (WB_Rd == EX_Rs)) result_A = 2'b10;
	else result_A = 2'b00;
	if((MEM_RegWrite) && (MEM_Rd != 0) && (MEM_Rd == EX_Rt)) result_B = 2'b01;
	else if((WB_RegWrite) && (WB_Rd != 0) && (!((MEM_RegWrite) && (MEM_Rd != 0) && (MEM_Rd == EX_Rt))) && (WB_Rd == EX_Rt)) result_B = 2'b10;
	else result_B = 2'b00;
end
assign Forward_A = result_A;
assign Forward_B = result_B;
endmodule	
==> out/metrics.csv <==
metric;value;unit
CP Capture Type;output port;
row count;21;
FILL cells;360;
ratio of cells with drive above 1 in the final layout;43.66;%
initial antenna violation count;0;
DIE WIDTH;80;um
Pwr Density;204.8;nW/um2
Worst setup SP type;primary input;
hold wc startpoint;EX_Rs[1];
Boundary Pins;26;
vias per inst;3.282;
global route overflow;0;
worst hold path stage count;5;
Final Setup Violations;4;
Required @ worst endpoint;1440;ps
Die ar.;6400;um2
synthesized cell area;257.7;um2
power after layout;0.0001514;W
OpenROAD warning count;34;
WL/cell;10.80;um
CP Data Arrival Time;1530;ps
WL met2;611;um
hold buffer count at cts;0;
number of global-route vias before repair;431;
peak supply drop;0.03625;mV
Slew @ Worst Pin;281.3;ps
run status;complete, but fails checks;
RePlAce Congestion;0.8299;
DRT Wirelength;1264;um
fmax;530.0;MHz
Area growth syn-to-layout;186.9;%
worst rel slew slack;81.18;%
height of the die;80;um
Final TNS setup;-268.0;ps
register area;0;um2
RSZ-0062 raised after global routing;yes;
fin crit share;104.8;%
port bufs;26;
CLK BUF;0;
All-Layer GR Usage;3.677;%
fin cells;117;
largest net degree at the start of global routing;4;
Hold Fails Final Rpt;0;
Slew Viols, Final;0;
max incr delay on CP;530;ps
M1 WL;503;um
failing checks;setup timing;
Cell Chain, Critical Path;buf_6 > or4_4 > o21ai_4 > nor4_4 > nor4_2 > buf_2;
Antenna Nets Post-Route;0;
Post-Syn Area per Cell;7.581;um2
dpl cells;116;
fin crit period;1887;ps
Iter 0 DRT Violations;5;
HP Class;in2out;
Pleak;0.3187;nW
CP Class;in2out;
PnR worst setup slack;-86.72;ps
cell count in the Yosys report;34;
slowest cell on the critical path;or4_4;
max_cap viols;0;
Core Area;3416;um2
FFs & Latches;0;
first-pass GRT wire length;1932;um
Cells after Synth;34;
antenna cell count;0;
Synth Warn #;1;
drt pass-1 iters;3;
via count;384;
Unique masters post-synth;9;
Top Layer Used;met3;
routed length on met3;149;um
pre-placement core utilization;7.546;%
Yosys Chip Area;257.7;um2
Worst Hold End;Forward_A[1];
sequential area share after synthesis;0;%
Crit Path Max Fanout;2;
DRC errors left;0;
==> repair_timing <==
action                     CTS  global route
setup endpoints to repair    4             4
setup buffers                1             1
cloned                       0             0
resized                     53            10
pin swaps                   12            10
==> metrics by stage <==
stage	setup WS, ps	hold slack [ps]	instance area, um2	utilization, %
after floorplan	181.0	792.9	257.7	-
after global placement	-928.5	1672	650.6	19.05
after detailed placement	-922.3	1675	650.6	19.05
after CTS	-231.7	1269	699.4	20.48
after global routing	-182.9	1251	739.5	21.65
final	-86.72	1200	739.5	21.65
==> area by class of cell <==
type                            count  area [um2]  area share, %
Multi-Input combinational cell     34       349.1          47.21
Timing Repair Buffer               37       332.8          45.01
Tap cell                           46       57.56          7.783
==> report_power, final <==
| group | switching, W | total [W] | internal, W |
|---|---|---|---|
| combinational | 0.0000633 | 0.000151 | 0.0000881 |
| sequential | 0 | 0 | 0 |
| clock | 0 | 0 | 0 |
==> worst max path at each step <==
| stage | startpoint | end | slack, ps |
|---|---|---|---|
| after CTS | MEM_Rd[3] | Forward_A[1] | -230 |
| after global routing | MEM_Rd[4] | Forward_A[1] | -180 |
| final | MEM_Rd[4] | Forward_A[1] | -90 |
==> cell usage after synthesis <==
library cell | number | area [um2]
xnor2_1 | 16 | 140.1
nor4_1 | 4 | 25.02
xor2_1 | 4 | 35.03
nand2_1 | 2 | 7.510
nand3_1 | 2 | 10.01
nand4_1 | 2 | 12.51
or4_1 | 2 | 15.01
nor2_1 | 1 | 3.750
o21ai_2 | 1 | 8.760
==> critical path, delay by kind of cell <==
kind	cells	cell delay [ps]
compound gates	1	200
buf+inv	2	220
simple gates	3	740
==> cells in the final DEF, fill, tap and decap left out, drive strengths merged <==
cell	instances
nand3	2
dlygate4sd2	10
buf	18
clkdlybuf4s15	2
or4	2
o21ai	1
clkdlybuf4s50	3
xor2	4
nor2	1
nand4	2
nor4	4
xnor2	16
dlymetal6s2s	4
nand2	2
==> cells by family after synthesis <==
| kind of cell | count (synthesis) | synth area share [%] |
|---|---|---|
| and+or+nand+nor | 13 | 28.64 |
| AOI/OAI and AO/OA | 1 | 3.399 |
| xor gates and xnor gates | 20 | 67.96 |
==> layer usage <==
metal / global-route usage [%] / vias up
met5: 0 / -
met1: 4.106 / 167
met4: 0 / 0
met3: 1.250 / 0
met2: 6.902 / 19
li1: - / 198
No activity file was given, so power comes from the tool's default toggle rates.
